==> design.v <==
`timescale 1ns / 1ps
module decoder_generic
    #(parameter N = 3)(
    input [N - 1:0] w,
    input en,
    output reg [0:2 ** N - 1] y
    );
    always @(w, en)
    begin
        y = 'b0;
        if (en)
            y[w] = 1'b1; 
        else
            y = 'b0;
    end
endmodule
`timescale 1ns / 1ps
module first_sseg_driver
    #(parameter N = 4)(
    input [3:0] num,
    input [2:0] active_digit,
    input DP_ctrl,
    input en,
    output [6:0] bcd,
    output [7:0] AN,
    output DP
    );
    wire [7:0] choose_bcd;
    decoder_generic #(N) decoder 
    (
    .w(active_digit),
    .en(en),
    .y(choose_bcd)
    );
    hex2sseg convert(
    .hex(num),
    .sseg(bcd)
    );
    assign AN = ~choose_bcd;
    assign DP = DP_ctrl;
endmodule
`timescale 1ns / 1ps
module hex2sseg(
    input [3:0] hex,
    output reg [6:0] sseg  
    );
    always @(hex)
        case(hex)  
            0: sseg = 7'b1000000;
            1: sseg = 7'b1111001;            
            2: sseg = 7'b0100100;             
            3: sseg = 7'b0110000;              
            4: sseg = 7'b0011001;             
            5: sseg = 7'b0010010;             
            6: sseg = 7'b0000010;             
            7: sseg = 7'b1111000;             
            8: sseg = 7'b0000000;             
            9: sseg = 7'b0010000;             
            10: sseg = 7'b0001000;             
            11: sseg = 7'b0000011;             
            12: sseg = 7'b1000110;             
            13: sseg = 7'b0100001;             
            14: sseg = 7'b0000110;             
            15: sseg = 7'b0001110;             
        endcase
endmodule
==> run.sh <==
#!/bin/bash
# OpenROAD 26Q1-2900-gdf79404cd8, Yosys 0.63+post, stock flow scripts
make -C /OpenROAD-flow-scripts/flow DESIGN_CONFIG=/design/flow/config.mk WORK_HOME=/design/flow/orfs finish
==> config.mk <==
export PLATFORM = sky130hd
export DESIGN_NAME = first_sseg_driver
export DESIGN_NICKNAME = first_sseg_driver
export VERILOG_FILES = /design/flow/design.v
export SDC_FILE = /design/flow/constraint.sdc
export NUM_CORES = 4
export LEC_CHECK = 1
export CORE_AREA = 10 10 70 70
export DIE_AREA = 0 0 80 80
export SYNTH_HDL_FRONTEND = slang
==> constraint.sdc <==
current_design first_sseg_driver

set clk_period 1.2
set clk_io_pct 0.2

create_clock -name clk0 -period $clk_period

set non_clock_inputs [all_inputs -no_clocks]
set_input_delay [expr $clk_period * $clk_io_pct] -clock clk0 $non_clock_inputs
set_output_delay [expr $clk_period * $clk_io_pct] -clock clk0 [all_outputs]
==> results.cfg <==
; generated from flow reports
[run_status]
status = finished, violations left
failed_checks = negative setup slack

[yosys]
avgSynthCellArea_sq_um = 7.43
top_cells_by_count = buf_4, ha_1, nor2_1, o21ai_1
ys_area_sq_um = 349
compound_area_share_pct = 16.1
synth_cells = 47
adder_share_pct = 25.1
yosys_cells = 47
ys_warn_count = 0
ys_top_cells_by_area = ha_1, buf_4, mux2i_1, o21ai_1, nand2b_2
xor_area_share_pct = 0
mux_area_share_pct = 11.8
top_area_cell = ha_1
top_cell = buf_4
yosysTopAreaCellShare_pct = 25.1
simple_gate_share_pct = 18.6
netlist_area_sq_um = 349
synth_cell_type_count = 20
yosysSeqAreaShare_pct = 0
top_logic_kind = buffers and inverters

[hold_path]
whs_path_depth = 0
holdCritStartpoint = DP_ctrl
min_path_type = primary input to output port
holdPathEnd = DP

[place]
dp_hpwl_um = 788
post-place-ws_ps = -1020
place_area_sq_um = 542
io_buffer_count = 11
gp_congestion = 0.816

[route]
vias = 357
postRouteWirelength_um = 1010
post-route-drc-count = 0
dr.first_iter.drc_count = 12
drt-pass1-iter-count = 2
via_per_inst = 3.16
wl_per_cell_um = 8.90
final_antenna_net_count = 0
antennaDiodeCount = 0

[sta]
rsz0062_at_grt = true
fin_ws_ps = -158
hold_viol = 0
max_freq_mhz = 736
timing.final.max_slew_violations = 0
final.setup.tns_ps = -567
period_needed_ps = 1360
finalClockPeriodUsage_pct = 113
setup_viol = 6

[global_routing]
grt_pass1_wl_um = 1700
grt_max_degree = 7
antenna_found_initial = 0
grt_use_total_pct = 3.05
overflow = 0
first_global_vias = 337

[flow_run]
warning_count = 44
cap_viol_max_count = 0

[setup_path]
path_class = primary input to output port
cp_cell_sequence = buf_12 -> ha_4 -> or2b_1 -> buf_4 -> nand3_2 -> o21ai_2 -> buf_2
slowest_stage = or2b_1
critical_path.max_stage_delay_ps = 260
critPathBufInv = 3
worst_setup_path_end_kind = output port
critical_path_required_ps = 960
path_max_fanout = 5
startpoint_type = primary input
critical_path_arrival_ps = 1120
crit_family = buffers and inverters

[floorplanning]
fp-row-count = 21
fp-utilization_pct = 10.2
die_w_um = 80
chipArea_sq_um = 6400
die.size.y_um = 80
io_pins = 25
core_sq_um = 3420

[power]
swShare_pct = 41.8
combPwrFrac_pct = 100.0
clockPowerShare_pct = 0
leakage_nw = 0.310
switchingPower_uw = 87.0
powerDensity_nw_per_um2 = 298
sequentialPowerShare_pct = 0
power.total_uw = 208
vdd_drop_max_uv = 49.1
intPower_uw = 121

[final_layout]
postLayoutCoreUtil_pct = 20.4
mi_logic_area_sq_um = 392
flop_area_sq_um = 0
final_cell_area_sq_um = 697
syn2layout_area_growth_pct = 99.6
seq_cells = 0
n_fill_cell = 364
nClkBuffers = 0
drive_above_1_share_pct = 65.7

[clock_tree]
hold_buffers = 0
## cells in the final DEF (no fill, tap or decap), types with 2 or more instances in the layout
cell and n:
conb_1 8, buf_2 7, buf_4 7, buf_6 7, ha_4 6, nor2_1 4
mux2i_1 3, o21ai_2 3, nand2_2 2, buf_12 2
## area by class of cell
cell class / instances / share of cell area, %
Timing Repair Buffer: 24 / 31.1
Multi-Input combinational cell: 40 / 56.2
Inverter: 3 / 4.49
Tap cell: 46 / 8.26
## through the flow
step                hold slack (ps)  instances
floorplan                       511         54
global placement                480        111
detailed placement              480        111
CTS                             480        113
global route                    480        113
finish                          480        113
## logic make-up after synthesis
logic type,count (synthesis)
buffers and inverters,14
AND/OR/NAND/NOR,12
AND-OR/OR-AND,9
adder cells (fa/ha/maj),7
multiplexers,4
other,1
## what timing repair did
item                                   in CTS  in global routing
resized                                    79                  3
setup endpoints to repair                   7                  7
setup buffers                               2                  0
endpoints found under the hold margin       0                  0
pin swaps                                  11                  3
## worst max path at each step
stage     startpoint  endpoint  slack (ps)  cells past startpoint
4_1_cts       num[0]    bcd[3]        -140                      7
6_report      num[0]    bcd[3]        -160                      7
5_1_grt       num[0]    bcd[3]        -200                      7
## power groups by stage
stage,Clock [mW],Combinational [mW],Sequential [mW]
final,0,0.208,0
after CTS,0,0.205,0
after global routing,0,0.230,0
## metal layers
layer / vias to the layer above / wire [um] / global-route usage, % / share of wire (%)
li1: 179 / - / - / -
met1: 169 / 446 / 4.02 / 44
met2: 9 / 506 / 5.46 / 50
met3: 0 / 53 / 0.341 / 5.3
met4: 0 / 0 / 0 / 0
met5: - / 0 / 0 / 0
Power figures rest on the tool's default switching activity, not on a simulated workload.
