### ./run.sh
#!/bin/bash
# OpenROAD 26Q1-2900-gdf79404cd8, Yosys 0.63+post, stock flow scripts
make -C /OpenROAD-flow-scripts/flow DESIGN_CONFIG=/design/flow/config.mk WORK_HOME=/design/flow/orfs finish
### ./design.v
`timescale 1ns / 1ps
module add_3(
    input [3:0] x,
    output reg [3:0] y
    );
    always@(x) begin
        case(x)
        0:y = 4'b0000;
        1:y = 4'b0001;
        2:y = 4'b0010;
        3:y = 4'b0011;
        4:y = 4'b0100;
        5:y = 4'b1000;
        6:y = 4'b1001;
        7:y = 4'b1010;
        8:y = 4'b1011;
        9:y = 4'b1100;
        default: y = 'bx;
        endcase
    end
endmodule
`timescale 1ns / 1ps
module bin2bcd(
    input [7:0] binary,
    output [11:0] BCD
    );
    wire [4:0] A0Row1,A1Row1,A2Row1,A3Row1;                              
    wire [4:0] S0Row1,S1Row1,S2Row1,S3Row1;
    wire [3:0] AiRow2Column1,AiRow2Column2,SiRow2Column1,SiRow2Column2;  
    generate
    genvar i;
        for(i=0;i<5;i=i+1) begin
            add_3 addRow1
            (
                .x({A3Row1[i],A2Row1[i],A1Row1[i],A0Row1[i]}),
                .y({S3Row1[i],S2Row1[i],S1Row1[i],S0Row1[i]})
            );
        end 
    endgenerate
    add_3 addRow2Column1
    (
        .x(AiRow2Column1),
        .y(SiRow2Column1)
    );
    add_3 addRow2Column2
    (
        .x(AiRow2Column2),
        .y(SiRow2Column2)
    );
    assign A0Row1 = binary[5:1];
    assign A1Row1 = {binary[6],S0Row1[4:1]};
    assign A2Row1 = {binary[7],S1Row1[4:1]};
    assign A3Row1 = {1'b0,S2Row1[4:1]};
    assign AiRow2Column1 = {1'b0,S3Row1[4:2]};
    assign AiRow2Column2 = {SiRow2Column1[2:0],S3Row1[1]};
    assign BCD[0] = binary[0];
    assign BCD[4:1] = {S3Row1[0],S2Row1[0],S1Row1[0],S0Row1[0]};
    assign BCD[8:5] = SiRow2Column2;
    assign BCD[9] = SiRow2Column1[3];
    assign BCD[11:10] = {2'b00};
endmodule
`timescale 1ns / 1ps
module debouncer_delayed(
    input clk, 
    input reset_n,
    input noisy,
    output debounced
    );
    wire timer_done, timer_reset;
    debouncer_delayed_fsm FSM0(
        .clk(clk),
        .reset_n(reset_n),
        .noisy(noisy),
        .timer_done(timer_done),
        .timer_reset(timer_reset),
        .debounced(debounced)
    );
    timer_parameter #(.FINAL_VALUE(1_999_999)) T0(
        .clk(clk),
        .reset_n(~timer_reset),
        .enable(~timer_reset),
        .done(timer_done)
    );
endmodule
`timescale 1ns / 1ps
module debouncer_delayed_fsm(
    input clk, reset_n,
    input noisy, timer_done,
    output timer_reset, debounced
    );
    reg [1:0] state_reg, state_next;
    parameter s0 = 0, s1 = 1, s2 = 2, s3 = 3;
    always @(posedge clk, negedge reset_n)
    begin
        if (~reset_n)
            state_reg <= 0;
        else
            state_reg <= state_next;
    end
    always @(*)
    begin
        state_next = state_reg;
        case(state_reg)
            s0: if (~noisy)
                    state_next = s0;
                else if (noisy)
                    state_next = s1;
            s1: if (~noisy)
                    state_next = s0;
                else if (noisy & ~timer_done)
                    state_next = s1;
                else if (noisy & timer_done)
                    state_next = s2;
            s2: if (~noisy)
                    state_next = s3;
                else if (noisy)
                    state_next = s2;
            s3: if (noisy)
                    state_next = s2;
                else if (~noisy & ~timer_done)
                    state_next = s3;
                else if (~noisy & timer_done)
                    state_next = s0;
            default: state_next = s0;                                             
        endcase
    end
    assign timer_reset = (state_reg == s0) | (state_reg == s2);
    assign debounced = (state_reg == s2) | (state_reg == s3);
endmodule
`timescale 1ns / 1ps
module decoder_generic
    #(parameter N = 3)(
    input [N - 1:0] w,
    input en,
    output reg [0:2 ** N - 1] y
    );
    always @(w, en)
    begin
        y = 'b0;
        if (en)
            y[w] = 1'b1; 
        else
            y = 'b0;
    end
endmodule
`timescale 1ns / 1ps
module hex2sseg(
    input [3:0] hex,
    output reg [6:0] sseg  
    );
    always @(hex)
        case(hex)  
            0: sseg = 7'b1000000;
            1: sseg = 7'b1111001;            
            2: sseg = 7'b0100100;             
            3: sseg = 7'b0110000;              
            4: sseg = 7'b0011001;             
            5: sseg = 7'b0010010;             
            6: sseg = 7'b0000010;             
            7: sseg = 7'b1111000;             
            8: sseg = 7'b0000000;             
            9: sseg = 7'b0010000;             
            10: sseg = 7'b0001000;             
            11: sseg = 7'b0000011;             
            12: sseg = 7'b1000110;             
            13: sseg = 7'b0100001;             
            14: sseg = 7'b0000110;             
            15: sseg = 7'b0001110;             
        endcase
endmodule
`timescale 1ns / 1ps
module parking_sensor(
        input clk, a, b, reset_n, load,
        output [7:0]AN,
        output DP,
        output [6:0]sseg
    );
    wire a_debounced,b_debounced;
    wire enter,exit;
    wire [1:0] sensor;
    localparam s0=0,s1=1,s2=2,s3=3,s4=4,s5=5,s6=6;
    reg [2:0] state_reg,state_next;
    debouncer_delayed debouncerA(
        .clk(clk), 
        .reset_n(reset_n),
        .noisy(a),
        .debounced(a_debounced)
    );
    debouncer_delayed debouncerB(
        .clk(clk), 
        .reset_n(reset_n),
        .noisy(b),
        .debounced(b_debounced)
    );
    assign sensor = {a_debounced, b_debounced};
    always@(posedge clk,negedge reset_n) 
    begin
        if(~reset_n)    
            state_reg <= s0;
        else
            state_reg <= state_next;
     end
     always@(*) 
     begin
        case(state_reg)
            s0: case(sensor)
                    2'b00:state_next = s0;       
                    2'b01:state_next = s4;
                    2'b10:state_next = s1;
                    2'b11:state_next = s0;  
                endcase
            s1: case(sensor)
                    2'b00:state_next = s0;
                    2'b01:state_next = s0;
                    2'b10:state_next = s1;
                    2'b11:state_next = s2;      
                endcase
            s2: case(sensor)
                    2'b00:state_next = s0;  
                    2'b01:state_next = s3;
                    2'b10:state_next = s1; 
                    2'b11:state_next = s2;     
                endcase    
            s3: case(sensor)
                    2'b00:state_next = s0;  
                    2'b01:state_next = s3;  
                    2'b10:state_next = s0;  
                    2'b11:state_next = s2;  
                endcase    
            s4: case(sensor)
                    2'b00:state_next = s0;
                    2'b10:state_next = s0;  
                    2'b01:state_next = s4;  
                    2'b11:state_next = s5;  
                endcase  
            s5: case(sensor)
                    2'b00:state_next = s0;  
                    2'b01:state_next = s4;  
                    2'b10:state_next = s6;  
                    2'b11:state_next = s5;  
                endcase   
            s6: case(sensor)
                    2'b00:state_next = s0;  
                    2'b01:state_next = s0;  
                    2'b10:state_next = s6;  
                    2'b11:state_next = s5;  
                endcase
            default: state_next = state_reg;   
        endcase
     end
     assign enter = (state_reg == s3) & (sensor == 2'b00);
     assign exit = (state_reg == s6) & (sensor == 2'b00);
    wire[7:0] count;
    reg[7:0] D = 3'd111;
    udl_counter #(.BITS(8)) counter
    (
         .clk(clk),
         .reset_n(reset_n),
         .enable(enter|exit|load),
         .up(enter),
         .load(load),
         .D(D),
         .Q(count)
    );
    wire [11:0] BCD;
    bin2bcd convert(
        .binary(count),
        .BCD(BCD)
    );
    sseg_driver #(.DesiredHz(10000)) driver
    (
         .clk(clk),
         .reset_n(1),
         .i0({1'b1,BCD[3:0],1'b1}),
         .i1({1'b1,BCD[7:4],1'b1}),
         .i2({1'b1,BCD[11:8],1'b1}),
         .AN(AN),
         .DP(DP),
         .sseg(sseg)
    );
endmodule
`timescale 1ns / 1ps
module sseg_driver
    #(parameter DesiredHz = 1,ClockHz = 100_000_000)
    (
        input clk,
        input reset_n,
        input [5:0]i0,i1,i2,i3,i4,i5,i6,i7,          
        output [7:0]AN,                              
        output DP,
        output [6:0]sseg
    );
    localparam iteration = ClockHz / DesiredHz;
    wire done;                                       
    wire [2:0]inputSelector;                         
    reg [5:0]D_out;                                  
    wire [7:0]ANgen_Out;                             
    always @(*) begin                                
        D_out = i0;
        case(inputSelector) 
            0: D_out = i0;
            1: D_out = i1;
            2: D_out = i2;
            3: D_out = i3;
            4: D_out = i4;
            5: D_out = i5;
            6: D_out = i6;
            7: D_out = i7;
            default: D_out = i0;
        endcase
    end
    timer_input #($clog2(iteration)) timer           
    (
        .clk(clk),
        .reset_n(reset_n),
        .enable(1),
        .FINAL_VALUE(iteration),
        .done(done)
    );
    udl_counter #(3) counter (                       
    .clk(clk),
    .reset_n(reset_n),
    .enable(done),                                   
    .up(1),  
    .load(0),                                        
    .D(),                                            
    .Q(inputSelector)                               
    );
    decoder_generic #(3) ANgenerator                 
    (
        .w(inputSelector),                           
        .en(D_out[5]),
        .y(ANgen_Out)
    );
    wire [7:0] reverseAN = {<<{ANgen_Out}};          
    assign AN = ~reverseAN;                          
    hex2sseg HEX2SSEG
    (
      .hex(D_out[4:1]),
      .sseg(sseg)  
    );
    assign DP = D_out[0];
endmodule
`timescale 1ns / 1ps
module timer_input
    #(parameter BITS = 4)(
    input clk,
    input reset_n,
    input enable,
    input [BITS - 1:0] FINAL_VALUE,
    output done
    );
    reg [BITS - 1:0] Q_reg, Q_next;
    always @(posedge clk, negedge reset_n)
    begin
        if (~reset_n)
            Q_reg <= 'b0;
        else if(enable)
            Q_reg <= Q_next;
        else
            Q_reg <= Q_reg;
    end
    assign done = Q_reg == FINAL_VALUE;
    always @(*)
        Q_next = done? 'b0: Q_reg + 1;
endmodule
`timescale 1ns / 1ps
module timer_parameter
    #(parameter FINAL_VALUE = 255)(
    input clk,
    input reset_n,
    input enable,
    output done
    );
    localparam BITS = $clog2(FINAL_VALUE);
    reg [BITS - 1:0] Q_reg, Q_next;
    always @(posedge clk, negedge reset_n)
    begin
        if (~reset_n)
            Q_reg <= 'b0;
        else if(enable)
            Q_reg <= Q_next;
        else
            Q_reg <= Q_reg;
    end
    assign done = Q_reg == FINAL_VALUE;
    always @(*)
        Q_next = done? 'b0: Q_reg + 1;
endmodule
`timescale 1ns / 1ps
module udl_counter
    #(parameter BITS = 4)(
    input clk,
    input reset_n,
    input enable,
    input up,  
    input load,
    input [BITS - 1:0] D,
    output [BITS - 1:0] Q
    );
    reg [BITS - 1:0] Q_reg, Q_next;
    always @(posedge clk, negedge reset_n)
    begin
        if (~reset_n)
            Q_reg <= 'b0;
        else if(enable)
            Q_reg <= Q_next;
        else
            Q_reg <= Q_reg;
    end
    always @(Q_reg, up, load, D)
    begin
        Q_next = Q_reg;
        casex({load,up})
            2'b00: Q_next = Q_reg - 1;
            2'b01: Q_next = Q_reg + 1;
            2'b1x: Q_next = D;
            default: Q_next = Q_reg;
        endcase
    end
    assign Q = Q_reg;
endmodule
### ./constraint.sdc
current_design parking_sensor

set clk_period 4.6
set clk_io_pct 0.2

create_clock -name clk0 -period $clk_period [get_ports {clk}]

set non_clock_inputs [all_inputs -no_clocks]
set_input_delay [expr $clk_period * $clk_io_pct] -clock clk0 $non_clock_inputs
set_output_delay [expr $clk_period * $clk_io_pct] -clock clk0 [all_outputs]
### ./config.mk
export PLATFORM = sky130hd
export DESIGN_NAME = parking_sensor
export DESIGN_NICKNAME = parking_sensor
export VERILOG_FILES = /design/flow/design.v
export SDC_FILE = /design/flow/constraint.sdc
export NUM_CORES = 4
export LEC_CHECK = 1
export CORE_UTILIZATION = 30
export SYNTH_HDL_FRONTEND = slang
==> results.txt <==
flow finished, numbers: Worst-Margin Slew=0.8726 ns, Avg Vias per Cell=4.926, core area=0.01658 mm^2, Post-synth EDFFs=3, Clock Skew=0.006944 ns, Final HPWL DP=7012 um, register bit count reported by yosys=82, DRC violations left=0, CTS Buf Count=9, grt total ovfl=0, vias in the first global route=3720, largest net degree at the start of global routing=30, Synth Warn #=33, clock-pin slew on the worst setup and hold paths=0.06 ns, clk root buf=clkbuf_16, P_leak=2.437 nW, DP Worst Slack=0.2984 ns, IO Pins=21, yosys cell count=561, top cells by count=dfrtp_1 (62), nor2_1 (52), nand2_1 (49), xnor2_1 (32), o21ai_0 (30), crit path max fanout=14, ys async rst share=79.27%, worst hold path type=flip-flop to flip-flop, Max transition margin=41.29%, fill cell count=1624, synth unique cells=78, Max-Cap Viols=0, Pre-Repair DR Iteration Count=4, Most used DFF post-synth=dfrtp_1, clk ins delay skew pair=0.33 ns, CP Capture Type=output port, Init Core Util=30.72%, crit path launch type=flip-flop, CTS tree=yes, die area=0.01751 mm^2, Fmax=0.2254 GHz, GRT Util Overall=11.70%, Clock Path Buffers=2, Final setup viols=0, clk sink count=82, Tmin final=4.437 ns, layout cells sized above 1=10.83%, signal arrival time at the worst endpoint=3.52 ns, final WL=9907 um, Final Cycle Share=96.45%, yosys stat area=0.005095 mm^2, Diodes inserted=0, initial antenna violation count=0, Vert. Die Dim=132.3 um, Avg WL per Cell=12.22 um, reg-to-reg slack, setup=1.13 ns, Setup CP Type=flip-flop to output port, placer congestion estimate=0.9174, Avg Inst Size Synth=9.082 um^2, Die Span X=132.3 um, Via Count=3995, outcome=finished clean, worst endpoint required time=3.68 ns, RSZ-0062 raised after global routing=no, post-route setup slack=0.1632 ns, H-tree levels=3, setup_tns=0 ns, dominant cell type by area after synthesis=dfrtp_1, first-pass GRT wire length=17230 um, Power Density=311.9 mW/mm^2, Yosys top cell by instances=dfrtp_1, Port Buf Inserts=19, DRT iter0 DRCs=171, synthesis-to-finish area growth=15.86%, Cell area leaders=dfrtp_1 (30%), ha_1 (5.6%), dfxtp_1 (5.5%), post-route ant nets=0, count of pins over their slew limit=0, Mapped Cells=561, Max VDD drop=0.1692 mV, site row count=47, count of final hold-check violations=0, Seq/Total Area, Yosys=39.27%, Synth Cell Area=0.005095 mm^2, count of tool warnings=36, Dominant cell area share=30.45%
-- cell families after synthesis --
kind of cell             after synthesis  synth area share (%)
flip-flops                            82                 39.27
adder cells (fa/ha/maj)               24                 6.041
AND/OR/NAND/NOR                      222                 22.57
other                                  1               0.07360
AND-OR/OR-AND                        125                 17.22
XOR/XNOR                              52                 8.939
multiplexers                           3                0.6139
buffers and inverters                 52                 5.280
-- cell type report --
cell class / count / area [um^2] / share of cell area, %
repair buffers: 39 / 340.3 / 5.765
well taps: 220 / 275.3 / 4.663
clock buffers: 11 / 242.7 / 4.112
clock inverters: 5 / 78.83 / 1.335
inverters: 27 / 101.3 / 1.717
flip-flops and latches: 82 / 2004 / 33.96
multi-input cells: 427 / 2860 / 48.45
-- critical path, stage by stage, from the launching register on --
cell and delay (ns):
dfrtp_2 0.48, buf_4 0.21, or3_1 0.36, o32ai_2 0.22
a2111o_1 0.18, a21oi_1 0.12, o41ai_4 0.33, inv_1 0.16
ha_1 0.29, and3_1 0.16, o31ai_2 0.16, clkdlybuf4s50_1 0.50
-- cell usage in the layout, fill, tap and decap left out, types with 4 or more instances in the layout --
cell / count
xor2_1: 20
a21boi_0: 4
a21o_1: 6
nor4_1: 6
o31ai_1: 6
o211ai_1: 4
clkbuf_16: 9
a21oi_1: 26
o21ai_0: 30
o31a_1: 5
nand3_1: 28
nor2_1: 52
nand2b_1: 5
o21a_1: 4
ha_1: 23
xnor2_1: 32
nand4_1: 9
or3_1: 11
inv_1: 26
and4_1: 4
nor2b_1: 4
clkdlybuf4s50_1: 19
nor3_1: 12
dfxtp_1: 14
buf_4: 20
a211o_1: 4
nand2_1: 49
or2_2: 4
dfrtp_1: 59
and3_1: 14
-- worst paths after layout --
| path | from | cells past startpoint | end |
|---|---|---|---|
| max | counter.Q[2] | 11 | sseg[3] |
| min | driver.timer.Q_reg[13] | 1 | driver.timer.Q_reg[13] |
| max reg2reg | debouncerA.FSM0.state_reg[3] | 11 | counter.Q[7] |
| min reg2reg | driver.timer.Q_reg[13] | 1 | driver.timer.Q_reg[13] |
| max in group asynchronous | reset_n | 2 | state_reg[0] |
| min in group asynchronous | debouncerB.FSM0.state_reg[0] | 3 | debouncerB.T0.Q_reg[3] |
-- report_power, final --
group / internal (W) / switching, W
registers: 0.000792 / 0.0000759
clock network: 0.000489 / 0.000265
logic: 0.0000955 / 0.000124
total: 0.00138 / 0.000465
-- metrics by stage --
step | cells | utilization [%] | power, W | area, um^2 | hold slack (ns)
after floorplan | 561 | - | 0.001036 | 5095 | 0.4388
after global placement | 790 | 33.20 | 0.001091 | 5505 | 0.4580
after detailed placement | 790 | 33.20 | 0.001100 | 5505 | 0.4712
after CTS | 806 | 35.19 | 0.001868 | 5836 | 0.4816
after global routing | 811 | 35.60 | 0.001941 | 5903 | 0.5038
final | 811 | 35.60 | 0.001841 | 5903 | 0.4794
-- per-layer routing --
| metal | GRT usage [%] | wire, um | vias up |
|---|---|---|---|
| met1 | 17.94 | 4920 | 1878 |
| met4 | 1.469 | 105 | 0 |
| li1 | - | - | 2041 |
| met5 | 0 | 0 | - |
| met3 | 1.453 | 281 | 8 |
| met2 | 18.54 | 4600 | 68 |
-- what timing repair did --
item | CTS | global route
hold buffers | 0 | 0
setup endpoints to repair | 1 | 3
pin swaps | 1 | 1
gates resized | 3 | 5
setup buffers | 0 | 5
No activity file was given, so power comes from the tool's default toggle rates.
